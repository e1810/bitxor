==> flow/design.v <==
module DFF (
	input wire clk,
	input wire reset,
	input wire d,
	output reg q
	);
	always @(posedge clk) begin
		if(reset == 1'b1) q <= 0;
		else q <= d;
	end
	initial q <= 0;
endmodule
module ENDPREG (
	input wire clk,
	input wire reset,
	input wire[1:0] inst,
	input wire ztonxor,
	output wire ltorxor
	);
	wire isSETL, isSETR;
	ISSETL setljudge(inst, isSETL);
	ISSETR setrjudge(inst, isSETR);
	wire delayed_clk;
	assign #1 delayed_clk = clk;
	wire dL, qL;
	assign dL = (isSETL&ztonxor) | (!isSETL&qL);
	DFF regL(delayed_clk, reset, dL, qL);
	wire dR, qR;
	assign dR = (isSETR&ztonxor) | (!isSETR&qR);
	DFF regR(delayed_clk, reset, dR, qR);
	assign ltorxor = qL ^ qR;
endmodule
module FENWICK(
	input wire clk,
	input wire reset,
	input wire[1:0] inst,
	input wire[2:0] idx,
	input wire val,
	output wire outval
	);
	wire delayed_clk, rangexor, isOUT;
	ISOUT outjudge(inst, isOUT);
	REG1B8SZ bitreg(clk, reset, inst, idx, val, ztonxor, delayed_clk);
	ENDPREG subt(delayed_clk, reset, inst, ztonxor, rangexor);
	assign outval = rangexor & isOUT;
endmodule
module ISXOR (
	input wire[1:0] inst,
	output wire judge
	);
	assign judge = (!inst[0] & !inst[1]);
endmodule
module ISOUT (
	input wire[1:0] inst,
	output wire judge
	);
	assign judge = (inst[0] & !inst[1]);
endmodule
module ISSETL (
	input wire[1:0] inst,
	output wire judge
	);
	assign judge = (!inst[0] & inst[1]);
endmodule
module ISSETR (
	input wire[1:0] inst,
	output wire judge
	);
	assign judge = (inst[0] & inst[1]);
endmodule
module REGCORE (
        input wire clk,
        input wire reset,
        input wire in0,
        input wire in_use,
        input wire out_use,
        output wire out0
        );
        wire d, q;
        assign d = (in0 & in_use) ^ q;
        DFF bitreg(.clk(clk), .reset(reset), .d(d), .q(q));
        assign out0 = q & out_use;
endmodule
module REG1B8SZ (
	input wire clk,
	input wire reset,
	input wire[1:0] inst,
	input wire[2:0] idx,
	input wire xorval,
	output wire rangexor,
	output wire delayed_clk
	);
	wire[2:0] in_idx, out_idx;
	generate
		genvar i;
		for(i=0; i<3; i=i+1) begin
			assign in_idx[i] = idx[i] | (inst[0] | inst[1]);
			assign out_idx[i] = idx[i];
		end
	endgenerate
	wire[7:0] in_use, out_use;
	INDECODER8 indec(in_idx, in_use);
	OUTDECODER8 outdec(out_idx, out_use);
        assign #1 delayed_clk = clk;
	wire[7:0] bd;
	REGCORE regcore0(delayed_clk, reset, xorval, in_use[0], out_use[0], bd[0]);
	REGCORE regcore1(delayed_clk, reset, xorval, in_use[1], out_use[1], bd[1]);
	REGCORE regcore2(delayed_clk, reset, xorval, in_use[2], out_use[2], bd[2]);
	REGCORE regcore3(delayed_clk, reset, xorval, in_use[3], out_use[3], bd[3]);
	REGCORE regcore4(delayed_clk, reset, xorval, in_use[4], out_use[4], bd[4]);
	REGCORE regcore5(delayed_clk, reset, xorval, in_use[5], out_use[5], bd[5]);
	REGCORE regcore6(delayed_clk, reset, xorval, in_use[6], out_use[6], bd[6]);
	REGCORE regcore7(delayed_clk, reset, xorval, in_use[7], out_use[7], bd[7]);
	assign rangexor = bd[0] ^ bd[1] ^ bd[2] ^ bd[3] ^ bd[4] ^ bd[5] ^ bd[6] ^ bd[7];
endmodule
module INDECODER2STEP (
	input wire idx,
	input wire p,
	output wire[1:0] mask
	);
	assign mask[0] = p & !idx;
	assign mask[1] = p | idx;
endmodule
module INDECODER4STEP (
	input wire idx,
	input wire[1:0] p,
	output wire[3:0] mask
	);
	assign mask[0] = p[0] & !idx;
	assign mask[1] = p[1] & !idx;
	assign mask[2] = p[0] & idx;
	assign mask[3] = p[1] | idx;
endmodule
module INDECODER8STEP (
	input wire idx,
	input wire[3:0] p,
	output wire[7:0] mask
	);
	generate
		genvar i;
		for(i=0; i<4; i=i+1) assign mask[i] = p[i] & !idx;
		for(i=4; i<7; i=i+1) assign mask[i] = p[i-4] & idx;
		assign mask[7] = p[3] | idx;
	endgenerate
endmodule
module INDECODER8 (
	input wire[2:0] idx,
	output wire[7:0] mask
	);
	reg src = 1'b1;
	wire[1:0] p2b;
	INDECODER2STEP bit0(idx[0], src, p2b);
	wire[3:0] p4b;
	INDECODER4STEP bit1(idx[1], p2b, p4b);
	INDECODER8STEP bit2(idx[2], p4b, mask);
endmodule
module OUTDECODER2STEP (
	input wire idx,
	input wire p,
	output wire[1:0] mask
	);
	assign mask[0] = p | idx;
	assign mask[1] = p & idx;
endmodule
module OUTDECODER4STEP (
	input wire idx,
	input wire[1:0] p,
	output wire[3:0] mask
	);
	assign mask[0] = p[0] & !idx;
	assign mask[1] = p[1] | idx;
	assign mask[2] = p[0] & idx;
	assign mask[3] = p[1] & idx;
endmodule
module OUTDECODER8STEP (
	input wire idx,
	input wire[3:0] p,
	output wire[7:0] mask
	);
	generate
		genvar i;
		for(i=0; i<3; i=i+1) assign mask[i] = p[i] & !idx;
		assign mask[3] = p[3] | idx;
		for(i=4; i<8; i=i+1) assign mask[i] = p[i-4] & idx;
	endgenerate
endmodule
module OUTDECODER8 (
	input wire[2:0] idx,
	output wire[7:0] mask
	);
	reg gnd = 1'b0;	
	wire[1:0] p2b;
	OUTDECODER2STEP bit0(idx[0], gnd, p2b);
	wire[3:0] p4b;
	OUTDECODER4STEP bit1(idx[1], p2b, p4b);
	OUTDECODER8STEP bit2(idx[2], p4b, mask);
endmodule
==> flow/run.sh <==
#!/bin/bash
# OpenROAD 26Q1-2900-gdf79404cd8, Yosys 0.63+post, stock flow scripts
make -C /OpenROAD-flow-scripts/flow DESIGN_CONFIG=/design/flow/config.mk WORK_HOME=/design/flow/orfs finish
==> flow/config.mk <==
export PLATFORM = sky130hd
export DESIGN_NAME = FENWICK
export DESIGN_NICKNAME = FENWICK
export VERILOG_FILES = /design/flow/design.v
export SDC_FILE = /design/flow/constraint.sdc
export NUM_CORES = 4
export LEC_CHECK = 1
export CORE_AREA = 10 10 79 79
export DIE_AREA = 0 0 89 89
==> flow/constraint.sdc <==
current_design FENWICK

set clk_period 2.1
set clk_io_pct 0.2

create_clock -name clk0 -period $clk_period [get_ports {clk}]

set non_clock_inputs [all_inputs -no_clocks]
set_input_delay [expr $clk_period * $clk_io_pct] -clock clk0 $non_clock_inputs
set_output_delay [expr $clk_period * $clk_io_pct] -clock clk0 [all_outputs]
==> results.sh <==
# flow metrics
export IMPL_grt_pass1_vias=475
export IMPL_cap_violations=0
export IMPL_die_area_sq_um=7920
export IMPL_max_freq_ghz=0.492
export IMPL_ys_cells=56
export IMPL_fin_ws_ns=0.0656
export IMPL_synthFlopType="dfxtp_1"
export IMPL_crit_buf_inv=2
export IMPL_r2r_cells=4
export IMPL_num_vias=468
export IMPL_numCtsBuffers=3
export IMPL_cp_max_fo=3
export IMPL_drtIter0Drc=20
export IMPL_fp_util_pct=11.0
export IMPL_peakVddDrop_v=0.000195
export IMPL_grt_first_pass_wirelength_microns=2090
export IMPL_fin_tns_setup_ns=0
export IMPL_pwr_share_seq_pct=40.7
export IMPL_synth_area_leader_cell="dfxtp_1"
export IMPL_worst_setup_path_end_kind="output port"
export IMPL_cts_setup_buffers=0
export IMPL_port_buffers=8
export IMPL_ys_area_sq_um=513
export IMPL_period_minus_slack_ns=2.03
export IMPL_cts_resized=0
export IMPL_dp_cells=126
export IMPL_area_delta_synth_final_pct=49.3
export IMPL_diodes=0
export IMPL_final_period_utilization_pct=96.9
export IMPL_crit_family="buffers and inverters"
export IMPL_grt_usage_pct=3.33
export IMPL_fin_cells=130
export IMPL_design_area_sq_um=766
export IMPL_clk_latency_ns=0.23
export IMPL_grt_max_degree=10
export IMPL_logic_area_sq_um=307
export IMPL_powerDensity_nw_per_um2=577
export IMPL_drt_vias_per_instance=3.60
export IMPL_async_reset_ff_share_pct=0
export IMPL_intPower_uw=347
export IMPL_netlist_area_sq_um=513
export IMPL_synth_seq_cells=9
export IMPL_avgSynthCellArea_sq_um=9.16
export IMPL_seqCellArea_sq_um=180
export IMPL_worst_setup_path_type="in -> out"
export IMPL_min_path_type="reg -> reg"
export IMPL_cpPeakStageDelay_ns=0.50
export IMPL_synthTopCellsByCount="dfxtp_1 (9), nor2_1 (8), xnor2_1 (5)"
export IMPL_die_x_microns=89
export IMPL_worstPathArrival_ns=1.61
export IMPL_fill_cells=508
export IMPL_switching_share_pct=21.4
export IMPL_hpwl_microns=974
export IMPL_overflow=0
export IMPL_pwr_share_comb_pct=15.0
export IMPL_maxSlewHeadroom_pct=76.0
export IMPL_setup_viol=0
export IMPL_required_ns=1.68
export IMPL_power_frac_clock_pct=44.3
export IMPL_path_cells="clkdlybuf4s50_1 -> nor3b_1 -> clkdlybuf4s50_1"
export IMPL_placed_cell_area_sq_um=721
export IMPL_cts_sinks=9
export IMPL_synth_seq_area_share_pct=35.1
export IMPL_whs_ns=0.513
export IMPL_ios=9
export IMPL_rsz0062_at_grt="false"
export IMPL_wl_per_cell_microns=9.45
export IMPL_cts_tree="done"
export IMPL_top_cell="dfxtp_1"
export IMPL_cts_root_buf="clkbuf_8"
export IMPL_dpl_worst_slack_ns=-0.0698
export IMPL_edf_count=0
export IMPL_synth_warnings=4
export IMPL_fp_row_count=25
export IMPL_ant_nets=0
export IMPL_rrSetupSlack_ns=0.61
export IMPL_hold_violations=0
export IMPL_status="complete, no violations"
export IMPL_crit_start="inst[0]"
export IMPL_warning_count=25
export IMPL_min_path_cells=2
export IMPL_leakagePower_uw=0.000266
export IMPL_crit_slowest_cell="clkdlybuf4s50_1"
export IMPL_fin_skew_ns=0.00124
export IMPL_startpoint_type="input port"
export IMPL_drive_gt1_share_pct=26.3
export IMPL_globalplace_congestion=0.783
export IMPL_dr_pass1_iters=2
export IMPL_top_area_share_pct=35.1
export IMPL_syn_instance_count=56
export IMPL_core_sq_um=4660
export IMPL_htree_levels=1
export IMPL_grt_antenna_before_repair=0
export IMPL_synth_cell_types=30
export IMPL_tightest_slew_ns=0.355
export IMPL_path_clk_slew_ns=0.04
export IMPL_top_cells_by_area="dfxtp_1 (35%), xnor2_1 (8.5%), nor2_1 (5.9%)"
export IMPL_drc=0
export IMPL_regToRegStartpoint="bitreg.regcore4.bitreg.q"
export IMPL_clockBufferDepth=2
export IMPL_routed_wl_microns=1230
export IMPL_critPathMostFrequentCell="clkdlybuf4s50_1"
export IMPL_maxSlewViolCount=0
export IMPL_die_h_microns=89
export IMPL_p_switching_uw=94.3
export IMPL_cts_hold_buf=0
[worst max path at each step]
stage | end | cells after the start
4_1_cts | outval | 3
6_report | outval | 3
5_1_grt | outval | 3
[through the flow]
step | util, % | power [uW]
6_report | 16.4 | 441
5_1_grt | 16.4 | 465
4_1_cts | 16.4 | 450
3_5_place_dp | 15.5 | 249
3_3_place_gp | 15.5 | 249
2_1_floorplan | - | 212
[area by class of cell]
| class | instances | share of cell area, % |
|---|---|---|
| multi-input combinational | 43 | 40.0 |
| sequential | 9 | 23.5 |
| timing repair buffer | 19 | 21.2 |
| tap | 54 | 8.82 |
| clock buffer | 4 | 5.88 |
| inverter | 1 | 0.490 |
[cells by family after synthesis]
kind of cell           share of synthesized area [%]
flip-flops                                      35.1
AND/OR/NAND/NOR                                 32.9
buffers and inverters                           5.12
XOR/XNOR                                        12.0
multiplexers                                    2.93
AND-OR/OR-AND                                   12.0
[cells in the final DEF (no fill, tap or decap), drive strengths merged]
cell and count:
a211o 1, a21oi 1, a311oi 3, and2 2, and4 1, and4bb 1, buf 11, clkbuf 4
clkdlybuf4s50 8, dfxtp 9, inv 1, mux2 1, nand2 1, nand3 1, nand4 1, nand4b 1
nor2 8, nor2b 1, nor3 2, nor3b 1, nor4 2, nor4b 1, o2111a 1, o21ai 2
or2 1, or3 2, or4b 1, xnor2 5, xor2 2
[worst reg2reg max path: cells and delay by family, from the launching register on]
kind	cells	cell delay (ns)
flip-flops	1	0.31
multiplexers	1	0.27
AND-OR/OR-AND	1	0.26
AND/OR/NAND/NOR	2	0.55
[routing by layer]
metal,global-route usage [%],part of all wire (%),up-vias
li1,-,-,246
met1,4.05,49,210
met4,0.578,1.9,0
met3,2.30,12,2
met5,0,0,-
met2,4.79,37,10
[power by group through the flow]
stage	Combinational, uW	Clock [uW]	Sequential (uW)
4_1_cts	66.6	204	179
5_1_grt	72.3	213	180
6_report	66.1	196	180
Power figures rest on the tool's default switching activity, not on a simulated workload.
